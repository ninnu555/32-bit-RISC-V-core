`./run.sh`:
```
#!/bin/bash
# OpenROAD 26Q1-2900-gdf79404cd8, Yosys 0.63+post, stock flow scripts
make -C /OpenROAD-flow-scripts/flow DESIGN_CONFIG=/design/flow/config.mk WORK_HOME=/design/flow/orfs finish
```
`./config.mk`:
```
export PLATFORM = sky130hd
export DESIGN_NAME = d_mem
export DESIGN_NICKNAME = d_mem
export VERILOG_FILES = /design/flow/design.v
export SDC_FILE = /design/flow/constraint.sdc
export NUM_CORES = 4
export LEC_CHECK = 1
export CORE_UTILIZATION = 30
export SYNTH_HDL_FRONTEND = slang
export SYNTH_MEMORY_MAX_BITS = 65536
```
`./constraint.sdc`:
```
current_design d_mem

set clk_period 63.2
set clk_io_pct 0.2

create_clock -name clk0 -period $clk_period [get_ports {clk}]

set non_clock_inputs [all_inputs -no_clocks]
set_input_delay [expr $clk_period * $clk_io_pct] -clock clk0 $non_clock_inputs
set_output_delay [expr $clk_period * $clk_io_pct] -clock clk0 [all_outputs]
```
`./design.v`:
```
`timescale 1ns / 1ps
module d_mem(
	input clk,    
	input [31:0] dmem_data_in,
    output [31:0] dmem_data_out,
    input [31:0] dmem_addr,
    input dmem_wen,
    input dmem_ren
);
parameter DMEM_DEPTH = 256;
reg [31:0] dmem [0:DMEM_DEPTH-1];
wire [6:0] dmem_addr_small;
assign dmem_addr_small = dmem_addr[8:2];
integer i;
initial $readmemh("../sim/d_mem_init.txt", dmem);
always @(posedge clk)
	if(dmem_wen) 
		dmem[dmem_addr_small] <= dmem_data_in;
assign dmem_data_out = dmem[dmem_addr_small]; 
endmodule
```
==> job_summary.md <==
## Implementation flow summary

| Metric | Value |
|---|---|
| Yosys warns | `0` |
| Number of enable flip-flop cells | `4,096` |
| Top FF cell, synth | `edfxtp_1` |
| Core Region | `521,000 um^2` |
| RSZ-0062 raised after global routing | `no` |
| Clk buf depth | `4` |
| CTS tree | `done` |
| Worst Setup End Kind | `output port` |
| Final instance area | `181,000 um^2` |
| Yosys Instances | `8,927` |
| Wire length of the first global-routing pass | `710 mm` |
| Final Hold Viols | `0` |
| Routed wire per std cell | `30.8 um` |
| Total internal power | `4.41 mW` |
| Cell mode on critical path | `buf_4` |
| Logic gate share of total power | `6.1%` |
| Crit path max fanout | `53` |
| Final setup viols | `0` |
| Setup TNS | `0 ns` |
| Max incr delay on CP | `0.86 ns` |
| All-Layer GR Usage | `20.3%` |
| Post-CTS Repair Setup Buffers | `0` |
| IO Pins | `99` |
| Die width | `725 um` |
| Outcome | `finished clean` |
| Gpl congestion | `0.914` |
| Power Total | `5.69 mW` |
| Startpoint types | `input pin` |
| Fin worst setup slack | `31.16 ns` |
| Family with the most delay on the worst path | `buffers and inverters` |
| CP Class | `input pin to output port` |
| NetSw | `1.28 mW` |
| Worst path bufs/invs | `7` |
| Detail Placement HPWL | `298 mm` |
| Vias in the first global route | `94,200` |
| Row count | `265` |
| Worst slew margin | `28.7%` |
| Mapped Cells | `8,927` |
| Post-CTS Hold Fix Bufs | `0` |
| DR DRC count | `0` |
| Antenna violations before repair | `51` |
| Simple-Gate Area Share | `2.51%` |
| GR Overflow Total | `0` |
| Dominant comb cell | `AND-OR/OR-AND gates` |
| Reg with most FFs | `dmem` |
| Worst-margin pin slew | `1.06 ns` |
| OpenROAD warnings | `52` |
| H-tree depth | `5` |
| DRT Pass-1 Iters | `6` |
| Mapped cell area | `157,000 um^2` |
| Xor/xnor share | `0%` |
| Die extent in y | `725 um` |
| Seq/Total Area, Yosys | `78.4%` |
| Share of cells above drive strength 1 | `16.3%` |
| Final WL | `509 mm` |
| Sequential power share | `52.7%` |
| Via count | `91,000` |
| Layout Utilization | `34.7%` |
| Clock slew at reported path FFs | `0.06 ns` |
| Post-DP Area | `168,000 um^2` |
| Clock power frac | `41.1%` |
| Area growth syn-to-layout | `15.3%` |
| Min Tclk post-route | `32.04 ns` |
| #FFs+latches synth | `4,096` |
| Largest net degree at the start of global routing | `76` |
| Synth unique cells | `72` |
| Leakage power | `55.2 nW` |
| Pwr per Cell Area | `31.5 nW/um^2` |
| Iteration-0 DRC count of the detailed router | `6,566` |
| CP arrival | `19.40 ns` |
| PortBufs | `72` |
| Chip Area, Yosys | `157,000 um^2` |
| Avg Inst Size Synth | `17.6 um^2` |
| Root Driver | `clkbuf_16` |
| Post-CTS Resized | `0` |
| F_max | `31.2 MHz` |
| Worst slack, placed | `31.52 ns` |
| Switching Fraction | `22.5%` |
| Via/cell ratio | `5.51` |
| Max reg flops | `4,096` |
| AO/OA Area Share | `13.1%` |
| Non-Filler Instances | `16,500` |
| Slowest-stage cell, CP | `and2_4` |
| Max-Cap Viols | `0` |
| Post-DRT Antenna Nets | `0` |
| Placed Cells | `15,700` |
| Hold Slack | `12.01 ns` |
| Min-delay worst type | `input pin to flip-flop` |
| MUX share of area | `3.90%` |
| Pre-Place Util | `30.1%` |
| CTS Buf Count | `418` |
| Adder Share, Synth | `0%` |
| Max-slew violation count | `0` |
| WP data required | `50.56 ns` |
| Top flop regs | `dmem (4096)` |
| CTS sink cnt | `4,096` |
| Crit path cell chain | `buf_8, buf_4, buf_4, and2_4, buf_4, buf_4, buf_4, a221oi_1, nor2_1, o21ai_0, a31oi_1, or4_1, clkdlybuf4s50_1` |
| Max VDD drop | `0.0264 mV` |
| Ratio of final minimum period to clock period | `50.7%` |
| Die ar. | `526,000 um^2` |
| FFs w/ async S/R, synth | `0%` |
==> power by group through the flow <==
stage	registers, mW	clock network (mW)	logic, mW
4_1_cts	3.00	2.36	0.342
5_1_grt	3.00	2.47	0.367
6_report	3.00	2.34	0.348
==> cells in the final DEF (no fill, tap or decap), types with 61 or more instances in the layout <==
cell       netlist  final
clkinv_2         0     77
clkbuf_16        0    428
o21ai_0        274    273
o22ai_1        173    173
a22oi_1        482    482
mux2i_1        269    269
a21oi_1        390    390
nor2_1         310    185
clkinv_1         0    112
a221o_1         73     73
o211ai_1        61     61
nor2b_1        118    112
nand2_1        169    159
a221oi_1       772    772
o2bb2ai_1       81     81
edfxtp_1      4096   4096
buf_4           27    524
clkbuf_1       292     97
mux2_2         237    237
nor2_4           0    125
==> cells by family after synthesis <==
logic type,Yosys count
DFF,4096
AOI/OAI and AO/OA,2762
and+or+nand+nor,806
buffers and inverters,723
muxes,540
==> final timing paths <==
kind / endpoint / start / slack [ns] / cells past startpoint
worst max-delay path: dmem_data_out[0] / dmem_addr[2] / 31.16 / 13
worst min-delay path: dmem[26][29]$_DFFE_PP_ / dmem_data_in[29] / 12.01 / 1
==> routing by layer <==
metal	track usage [%]	share of wire (%)	vias up
met5	2.54	0.28	-
met4	7.18	4.5	67
met3	18.6	20	1052
met2	29.0	44	6670
met1	20.7	31	45100
li1	-	-	38100
==> layout make-up <==
cell class | count | area, um^2
multi-input cells | 4108 | 31800
repair buffers | 566 | 4390
flip-flops and latches | 4096 | 123000
fillers | 47800 | 340000
inverters | 10 | 60.1
diodes | 30 | 75.1
clock inverters | 235 | 1770
clock buffers | 525 | 11100
well taps | 6942 | 8690
==> synthesized netlist by cell type, drive strengths merged (81+ instances only) <==
master | instances | share of area, %
nand2 | 169 | 0.40
clkbuf | 292 | 0.70
a221oi | 772 | 4.3
nor2b | 118 | 0.47
mux2 | 237 | 1.7
edfxtp | 4096 | 78
buf | 421 | 1.4
a22oi | 482 | 2.3
o22ai | 173 | 0.69
a21oi | 390 | 1.2
nor2 | 310 | 0.74
mux2i | 269 | 1.7
o21ai | 274 | 0.87
o2bb2ai | 81 | 0.45
No activity file was given, so power comes from the tool's default toggle rates.
